### design/flow/constraint.sdc
current_design DSP

set clk_period 1.0
set clk_io_pct 0.2

create_clock -name clk0 -period $clk_period [get_ports {CEA}]
create_clock -name clk1 -period $clk_period [get_ports {CEB}]
create_clock -name clk2 -period $clk_period [get_ports {CEC}]
create_clock -name clk3 -period $clk_period [get_ports {CECARRYIN}]
create_clock -name clk4 -period $clk_period [get_ports {CED}]
create_clock -name clk5 -period $clk_period [get_ports {CEM}]
create_clock -name clk6 -period $clk_period [get_ports {CEP}]
create_clock -name clk7 -period $clk_period [get_ports {CLK}]

set non_clock_inputs [all_inputs -no_clocks]
set_input_delay [expr $clk_period * $clk_io_pct] -clock clk0 $non_clock_inputs
set_output_delay [expr $clk_period * $clk_io_pct] -clock clk0 [all_outputs]
### design/flow/config.mk
export PLATFORM = sky130hd
export DESIGN_NAME = DSP
export DESIGN_NICKNAME = DSP
export VERILOG_FILES = /design/flow/design.v
export SDC_FILE = /design/flow/constraint.sdc
export NUM_CORES = 4
export LEC_CHECK = 1
export CORE_AREA = 10 10 140 140
export DIE_AREA = 0 0 150 150
### design/flow/design.v
module DSP (
	input [17:0] A,B,D,BCIN,
	input [47:0] C,PCIN,
	input [7:0] OPMODE,
	input CLK,CARRYIN,RSTA,RSTB,RSTM,RSTP,RSTC,RSTD,RSTCARRYIN,RSTOPMODE,
	input CEA,CEB,CEM,CEP,CEC,CED,CECARRYIN,CEOPMODE,
	output [17:0] BCOUT,
	output [47:0] PCOUT,P,
	output [35:0]M,
	output CARRYOUT,CARRYOUTF
	);
wire D_reg_output; 
wire B0_reg_output; 
wire A0_reg_output; 
wire C_reg_output; 
wire B1_reg_output; 
wire A1_reg_output; 
wire M_reg_output;
wire P_reg_output;
wire MUX_X_output;
wire MUX_Z_output;
wire POST_ADDER_output;
wire CIN_wire;
BLOCK_MUX_DFF #(.N(18)) D_REG_18 (D , CED , RSTD ,D_reg_output );  
wire B0_input ;
wire B_SEL;
assign B0_input = B_SEL?BCIN:B;
BLOCK_MUX_DFF #(.N(18)) B0_REG_18 (B , CEB , RSTB ,B0_reg_output );
BLOCK_MUX_DFF #(.N(18)) A0_REG_18 (A , CEA , RSTA ,A0_reg_output );
BLOCK_MUX_DFF #(.N(48)) C_REG_48 (C , CEC , RSTC ,C_reg_output );
reg [17:0] w1;  
always @(posedge CLK ) begin
    if(OPMODE[4])begin  
      if(OPMODE[6])   
	  		w1<=D_reg_output - B0_reg_output;
		else     
			w1<=D_reg_output + B0_reg_output;
    end else begin
		w1<=B0_reg_output;  
	  end
end
BLOCK_MUX_DFF #(.N(18)) B1_REG_18 (w1 , CEB , RSTB ,B1_reg_output );
assign BCOUT =  B1_reg_output;
wire D_A_B = {A,B,D[11:0]};
BLOCK_MUX_DFF #(.N(18)) A1_REG_18 (A0_reg_output , CEA , RSTA ,A1_reg_output );
reg [35:0]w2;  
always@(posedge CLK) begin
	w2<= A1_reg_output * B1_reg_output;
end
BLOCK_MUX_DFF #(.N(36)) M_REG_18 (w2 , CEM , RSTM ,M_reg_output );
reg[35:0]temp;
always@(posedge CLK)begin
	temp= M_reg_output;
end
assign M = temp;
assign MUX_X_output = OPMODE[1] ? (OPMODE[0] ? D_A_B : POST_ADDER_output) : (OPMODE[0] ? M_reg_output : 'b0);
assign MUX_Z_output = OPMODE[3] ? (OPMODE[2] ? C_reg_output : P_reg_output) : (OPMODE[2] ? PCIN : 'b0);
reg [47:0]w3;
always@(posedge CLK)begin
	if(OPMODE[7])   
	  		w3<=(MUX_Z_output - (MUX_X_output + CIN_wire));
		else     
			w3<=MUX_Z_output + MUX_X_output;
end
BLOCK_MUX_DFF #(.N(48)) P_REG_48 (w3 , CEP , RSTP ,P_reg_output);
assign P_reg_output = PCOUT;
reg carry_cascade;
always@(posedge CLK)begin
	if( OPMODE[5]== CARRYIN)
		carry_cascade <=  CARRYIN;
	else
		carry_cascade <= 'b0;
end
BLOCK_MUX_DFF #(.N(1)) CYI_REG_1 (carry_cascade , CECARRYIN , RSTCARRYIN ,CIN_wire);
endmodule
module BLOCK_MUX_DFF #(parameter N = 1) (
    input [N-1:0]D ,
    input CLK, reset,
    output [N-1:0]Q
);
wire sel;
reg Q1;
always@(posedge CLK)begin
    if(reset)begin
        Q1<=0;
    end else begin
        Q1<=D;
    end
end
assign Q=sel?D:Q1;
endmodule  
### design/flow/run.sh
#!/bin/bash
# OpenROAD 26Q1-2900-gdf79404cd8, Yosys 0.63+post, stock flow scripts
make -C /OpenROAD-flow-scripts/flow DESIGN_CONFIG=/design/flow/config.mk WORK_HOME=/design/flow/orfs finish
==> run notes <==
From the run reports.

- The post-synthesis cell count from yosys reads ~190.
- From the final report, the count of setup violators was given as 0.
- The wire length per cell after detailed routing is just over 8 um.
- The core region area reads 16600 sq um.
- The final number of hold-violating endpoints is 0.
- The startpoint of the worst hold path reads M_REG_18.Q1$_SDFF_PP0_.
- Summing the sequential cell areas from Yosys gives 17.8% of the chip area.
- The area growth from synthesis to final layout reads 9.79%.
- The worst setup path is captured at a flip-flop.
- The x dimension of the die reads roughly 150 um.
- On the critical path the data arrives at approximately 1100 ps.
- The number of warnings the tools reported is 198.
- Max-slew check failures listed in the final report amount to 0.
- The iteration count of the initial detailed-routing pass is 2.
- Leaving out fill and tap cells, the most frequent cells in the layout are 149 x conb_1, 18 x clkdlybuf4s50_1, 14 x dfxtp_1.
- The number of stages on the worst hold path reads 0.
- After floorplanning, the die was sized to cover roughly 23000 sq um.
- Summed over all layers, the global routing overflow is 0.
- The power report puts the leakage power at between 0.8 and 0.9 nW.
- The worst setup slack before clock tree synthesis is -350 ps.
- The average instance in the mapped netlist occupies 8.27 sq um.
- The placed standard-cell area reads 1500 sq um.
- The top-level port count reads between 300 and 400.
- The maximum fanout count along the critical path is 1.
- For hold timing, the worst endpoint is temp$_DFF_P_.
- The critical register-to-register path startpoint reads w2$_DFF_P_.
- The final instance area reads roughly 1700 sq um.
- The endpoint of the most critical register-to-register path reads M_REG_18.Q1$_SDFF_PP0_.
- The type recorded for the worst min-delay path is flip-flop to flip-flop.
- The TritonCTS clock tree is done.
- The cell family contributing the most delay on the critical path is buffers and inverters.
- The routability congestion estimate is between 0.7 and 0.8.
- The number of nets still failing antenna checks after routing is 0.
- The pin count of the biggest net entering global routing reads 4.
- The proportion of layout cells with a drive suffix above 1 reads roughly 5.5%.
- Counting every instance in the synthesized netlist gives ~190.
- The first routing iteration left 5 violations.
- The wire-length estimate of the detail-placed layout is approximately 3200 um.
- The setup slack after layout reads roughly 30 ps.
- The critical path startpoint category reads an input port.
- The number of maximum-capacitance constraint violations is 0.
- The worst clock skew is around 2.8 ps.
- The mean number of vias per cell is 1.79.
- The length in cells of the worst reg-to-reg path reads 1.
- The final hold slack reads 108 ps.
- The total of buffers placed on input and output ports reads 23.
- The number of placed instances, taps included is between 400 and 500.
- The most frequently placed logic cell in the final layout is conb_1.
- The via count of the first global-routing pass reads 1080.
- The effective utilization at floorplan is a little under a tenth.
- The vertical die dimension reported for this design is 150 um.
- Power spread over the standard cell area amounts to ~1500 nW/um^2.
- The run finished with clean final reports.
- The largest incremental delay on the critical path reads around 390 ps.
- In the CTS report, the clock slew at the register clock pins of the worst setup and hold paths is listed as ~40 ps.
- The total global routing track utilization reads 2.63%.
- The residual DRC count reads 0.
- The count of different cell masters after synthesis reads 11.
- Setup repair after global routing could not meet its margin everywhere.
- The total standard cell area after synthesis is 1570 sq um.
- The initialized floorplan defines approximately 47 standard-cell rows.
- The slowest library cell on the worst path reads clkdlybuf4s50_1.
- The tally of yosys warning messages is roughly 120.
- The sum of routed wire length over all layers reads 3580 um.
- The number of antenna violations at the first check in global routing is 0.
- The number of standard cells in the final layout excluding fillers reads 440.
- The largest voltage drop on the vdd net reads about 0.55 mV.
- The number of buffers and inverters on the critical path is 1.
- The antenna cell count reads 0.
- The chip area line of the yosys report is around 1600 sq um.
- For this block, the via count after detailed routing is 787.
- The hold buffer count at CTS is 0.
- The register bit count reported by yosys is 14.
- Listed in order, past its start point the critical path passes clkdlybuf4s50_1 -> mux2_4 -> a21oi_2 -> xnor2_1.
- The setup slack of the worst register-to-register path is between 200 and 300 ps.
- The data required time of the worst path reads between 1000 and 1500 ps.
- The wire length of the first global-routing pass reads roughly 4700 um.
- The critical path class reads input port to flip-flop.
cells by family after synthesis:
kind of cell | count (synthesis) | synth area share (%)
other cells | 1 | 0.239
xor+xnor | 3 | 1.67
buf+inv | 152 | 72.6
mux | 1 | 0.955
simple gates | 17 | 5.81
compound gates | 2 | 0.876
flops | 14 | 17.8
per-layer routing:
layer / part of all wire, % / track usage, % / up-vias
met4: 0.53 / 0.437 / 0
li1: - / - / 334
met1: 47 / 3.44 / 306
met2: 32 / 3.03 / 145
met3: 20 / 2.45 / 2
met5: 0 / 0 / -
power breakdown:
group          internal (W)  switching (W)  leakage [nW]  total [W]
combinational      0.000103      0.0000705         0.654   0.000173
sequential         0.000598      0.0000105         0.116   0.000608
clock               0.00155       0.000312         0.112    0.00186
total               0.00225       0.000393         0.882    0.00264
worst max path at each step:
stage	start	to	cells past startpoint
4_1_cts	OPMODE[0]	w3$_DFF_P_	5
5_1_grt	OPMODE[1]	w3$_DFF_P_	5
6_report	PCIN[0]	w3$_DFF_P_	4
stage by stage:
stage / TNS (ps) / utilization (%) / power [W]
2_1_floorplan: 0 / - / 0.00107
3_3_place_gp: -386 / 9.04 / 0.000810
3_5_place_dp: -390 / 9.04 / 0.000807
4_1_cts: 0 / 10.4 / 0.00270
5_1_grt: -12.9 / 10.4 / 0.00279
6_report: 0 / 10.4 / 0.00264
final cells by class:
type	count	area [sq um]
Sequential cell	14	280
Timing Repair Buffer	24	235
Fill cell	1919	14900
Clock buffer	10	229
Tap cell	220	275
Multi-Input combinational cell	172	706
synth_stat cells:
master   instances  area, sq um
o21ai_0          1         5.00
nor2b_1          9         56.3
mux2_4           1         15.0
a21oi_2          1         8.76
nand2_1          5         18.8
conb_1           1         3.75
dfxtp_1         14          280
xnor2_1          3         26.3
buf_4          152         1140
nor2_1           1         3.75
and2_1           2         12.5
repair_timing:
item	in CTS	in global routing
gates resized	4	2
buffers inserted	0	0
endpoints found under the setup margin	4	2
Power is estimated from default activity; no workload was simulated.
